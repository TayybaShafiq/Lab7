===== /design/flow/design.v =====
module clk_delay(input logic clk, reset,
            output logic clk_out);
logic q0,q1,q2,q3,q4,q5,q6,q7,q8,q9,q10,q11,q12,q13,q14,q15;
t_ff ff0(
    .reset(reset),
    .clk(clk),
    .clk_out(q0)
);
t_ff ff1(
    .reset(reset),
    .clk(q0),
    .clk_out(q1)
);
t_ff ff2(
    .reset(reset),
    .clk(q1),
    .clk_out(q2)
);
t_ff ff3(
    .reset(reset),
    .clk(q2),
    .clk_out(q3)
);
t_ff ff4(
    .reset(reset),
    .clk(q3),
    .clk_out(q4)
);
t_ff ff5(
    .reset(reset),
    .clk(q4),
    .clk_out(q5)
);
t_ff ff6(
    .reset(reset),
    .clk(q5),
    .clk_out(q6)
);
t_ff ff7(
    .reset(reset),
    .clk(q6),
    .clk_out(q7)
);
t_ff ff8(
    .reset(reset),
    .clk(q7),
    .clk_out(q8)
);
t_ff ff9(
    .reset(reset),
    .clk(q8),
    .clk_out(q9)
);
t_ff ff10(
    .reset(reset),
    .clk(q9),
    .clk_out(q10)
);
t_ff ff11(
    .reset(reset),
    .clk(q10),
    .clk_out(q11)
);
t_ff ff12(
    .reset(reset),
    .clk(q11),
    .clk_out(q12)
);
t_ff ff13(
    .reset(reset),
    .clk(q12),
    .clk_out(q13)
);
t_ff ff14(
    .reset(reset),
    .clk(q13),
    .clk_out(q14)
);
t_ff ff15(
    .reset(reset),
    .clk(q14),
    .clk_out(q15)
);
t_ff ff16(
    .reset(reset),
    .clk(q15),
    .clk_out(clk_out)
);
endmodule
module d_ff(output logic [3:0] q,
            input logic clk, reset, enable,
            input logic [3:0] d);
always_ff @ (posedge clk or posedge reset)
begin
    if (reset)
        q <= #1 4'b0000;
    else begin
    if (enable)
            q <= #1 d;
            end
end
endmodule
module lab7 (input logic [3:0] num, 
        input [2:0] sel,
        input logic write, reset, clk,
        output logic an0, an1, an2, an3, an4, an5, an6, an7,clk1,
        output logic segA, segB, segC, segD, segE, segF, segG);
logic en0, en1, en2, en3, en4, en5, en6, en7, count_en;
logic [3:0] q0, q1, q2, q3, q4, q5, q6, q7;
logic A, B, C;
logic [2:0] count_d, count_q;
clk_delay tff (
    .clk(clk),
    .reset(reset),
    .clk_out(clk1)
);
always_comb
begin
    A = sel[2];
    B = sel[1];
    C = sel[0];
end
assign en0 = write & (!A) & (!B) & (!C);
assign en1 = write & (!A) & (!B) & C;
assign en2 = write & (!A) & B & (!C);
assign en3 = write & (!A) & B & C;
assign en4 = write & A & (!B) & (!C);
assign en5 = write & A & (!B) & C;
assign en6 = write & A & B & (!C);
assign en7 = write & A & B & C;
assign count_en = !write;
d_ff ff0 (
    .q (q0),
    .clk (clk1),
    .reset (reset),
    .enable (en0),
    .d (num)
);
d_ff ff1 (
    .q (q1),
    .clk (clk1),
    .reset (reset),
    .enable (en1),
    .d (num)
);
d_ff ff2 (
    .q (q2),
    .clk (clk1),
    .reset (reset),
    .enable (en2),
    .d (num)
);
d_ff ff3 (
    .q (q3),
    .clk (clk1),
    .reset (reset),
    .enable (en3),
    .d (num)
);
d_ff ff4 (
    .q (q4),
    .clk (clk1),
    .reset (reset),
    .enable (en4),
    .d (num)
);
d_ff ff5 (
    .q (q5),
    .clk (clk1),
    .reset (reset),
    .enable (en5),
    .d (num)
);
d_ff ff6 (
    .q (q6),
    .clk (clk1),
    .reset (reset),
    .enable (en6),
    .d (num)
);
d_ff ff7 (
    .q (q7),
    .clk (clk1),
    .reset (reset),
    .enable (en7),
    .d (num)
);
always_comb count_d = count_q + 1;
always_ff@(posedge clk1 or posedge reset)
begin
    if (reset) begin
        count_q <= #1 0;
    end
    else if (count_en) begin
        count_q <= #1 count_d;
    end
end
logic [2:0] c;
always_comb begin
    case (write)
        1'b1:c = sel;
        1'b0:c = count_q;
    endcase
end
logic [3:0] y;
always_comb begin
    case (c)
        3'b000:y = q0;
        3'b001:y = q1;
        3'b010:y = q2;
        3'b011:y = q3;
        3'b100:y = q4;
        3'b101:y = q5;
        3'b110:y = q6;
        3'b111:y = q7;
    endcase
end
logic [6:0] sara;
always_comb
begin
    segA = sara[6];
    segB = sara[5];
    segC = sara[4];
    segD = sara[3];
    segE = sara[2];
    segF = sara[1];
    segG = sara[0];
end
always_comb begin
    case (y)
        4'b0000: sara = 7'b0000001;
        4'b0001: sara = 7'b1001111;
        4'b0010: sara = 7'b0010010;
        4'b0011: sara = 7'b0000110;
        4'b0100: sara = 7'b1001100;
        4'b0101: sara = 7'b0100100;
        4'b0110: sara = 7'b0100000;
        4'b0111: sara = 7'b0001111;
        4'b1000: sara = 7'b0000000;
        4'b1001: sara = 7'b0000100;
        4'b1010: sara = 7'b0001000;
        4'b1011: sara = 7'b1100000;
        4'b1100: sara = 7'b0110001;
        4'b1101: sara = 7'b1000010;
        4'b1110: sara = 7'b0110000;
        4'b1111: sara = 7'b0111000;
    endcase
end
logic [7:0] zulfi;
always_comb
begin
    an0 = zulfi[7];
    an1 = zulfi[6];
    an2 = zulfi[5];
    an3 = zulfi[4];
    an4 = zulfi[3];
    an5 = zulfi[2];
    an6 = zulfi[1];
    an7 = zulfi[0];
end
always_comb begin
    case (c)
        3'b000: zulfi = 8'b01111111;
        3'b001: zulfi = 8'b10111111;
        3'b010: zulfi = 8'b11011111;
        3'b011: zulfi = 8'b11101111;
        3'b100: zulfi = 8'b11110111;
        3'b101: zulfi = 8'b11111011;
        3'b110: zulfi = 8'b11111101;
        3'b111: zulfi = 8'b11111110;
    endcase
end
endmodule
module t_ff (input logic clk, reset,
            output logic clk_out);
logic q;
assign clk_out = q;            
always_ff @(posedge clk or posedge reset)
begin
    if (reset)
        q <= 0;
    else
        q <= !q;
end
endmodule

===== /design/flow/run.sh =====
#!/bin/bash
# OpenROAD 26Q1-2900-gdf79404cd8, Yosys 0.63+post, stock flow scripts
make -C /OpenROAD-flow-scripts/flow DESIGN_CONFIG=/design/flow/config.mk WORK_HOME=/design/flow/orfs finish

===== /design/flow/config.mk =====
export PLATFORM = sky130hd
export DESIGN_NAME = lab7
export DESIGN_NICKNAME = lab7
export VERILOG_FILES = /design/flow/design.v
export SDC_FILE = /design/flow/constraint.sdc
export NUM_CORES = 4
export LEC_CHECK = 1
export CORE_UTILIZATION = 30

===== /design/flow/constraint.sdc =====
current_design lab7

set clk_period 3.5
set clk_io_pct 0.2

create_clock -name clk0 -period $clk_period [get_ports {clk}]

set non_clock_inputs [all_inputs -no_clocks]
set_input_delay [expr $clk_period * $clk_io_pct] -clock clk0 $non_clock_inputs
set_output_delay [expr $clk_period * $clk_io_pct] -clock clk0 [all_outputs]

==> results.yml <==
# flow metrics
status:
  status: "finished, violations left"
  violations: "setup timing"
clock_tree:
  clock_latency_ns: 0
  clk_pin_slew_worst_paths_ns: 0
  hold_buffers: 0
critical_path:
  crit_path_top_delay_cell: "mux2_4"
  start_kind: "input pin"
  crit_path_max_fanout: 7
  worstPathRequired_ns: 2.80
  end_kind: "output pin"
  cp_slowest_stage_delay_ns: 0.34
  worstPathArrival_ns: 2.87
  path_cells: "buf_8 -> buf_8 -> mux2_4 -> buf_12 -> mux4_2 -> a21o_1 -> o21ai_4 -> inv_2 -> buf_6 -> ha_4 -> buf_6 -> inv_4 -> buf_6 -> mux2i_1 -> a22o_1 -> buf_2"
  critical_path.most_common_cell: "buf_6"
  path_class: "in -> out"
power:
  p_leak_nw: 1.60
  ir_drop_mv: 0.0541
  p_per_area_nw_per_um2: 72.9
  power_w: 0.000266
yosys:
  syn_area_um2: 2620
  ff_type: "dfrtp_1"
  ys.flops: 52
  ys_warn_count: 3
  yosys_area_um2: 2620
  synth.avg_cell_area_um2: 11.7
  yosys-stat-cells: 223
  synth_top_cell_by_area: "dfrtp_1"
  syn_inst: 223
  async_reset_ff_share_pct: 100
  synth.distinct_cells: 48
  synth_seq_share_pct: 49.7
  synth_top_area_share_pct: 49.7
  edf_count: 0
  top_cells_by_area: "dfrtp_1 50%, mux2_2 14%, mux2i_1 4.2%"
final_layout:
  design_area_um2: 3650
  fin_cells: 406
  layout_top_cells: "52 x dfrtp_1, 45 x buf_4, 32 x mux2_2"
  drive_gt1_share_pct: 46.8
  layout_top_cell: "dfrtp_1"
  syn2layout_area_growth_pct: 39.3
final_timing:
  fmax_mhz: 280
  hold_violations: 0
  fin_skew_ns: 0
  hold_ws_ns: 0.403
  period_minus_slack_ns: 3.57
  untimed_endpoints: 52
  setup_viol: 3
  relSlewSlack_pct: 39.9
  rsz0062_at_grt: "yes"
  unclocked_regs: 51
  setup_ws_ns: -0.0746
  slew_viol_final: 0
  period_used_pct: 102
  worstMarginPinSlew_ns: 0.900
detailed_routing:
  vias: 1922
  vias_per_cell: 4.73
  postRouteAntennaNets: 0
  drcViolationCount: 0
  drt_pass1_iterations: 4
  routedWlPerCell_um: 14.0
  wl_met2_um: 2560
  num_antenna_cells: 0
  routed_wl_um: 5670
  highest_layer: "met3"
  drtIter0Drc: 55
  wl_met1_um: 2960
  route.met3.wl_um: 148
placement:
  dpl.hpwl_um: 3970
  post-place-ws_ns: -0.962
  dp_cells: 379
  gp_congestion: 0.868
  post_dp_cell_area_um2: 3230
  io_buffer_count: 25
floorplan:
  dieArea_um2: 9100
  fp-utilization_pct: 31.4
  io_pins: 26
  die_h_um: 95.4
  core-area_um2: 8340
  die_x_um: 95.4
  placementRows: 33
global_routing:
  grt_pass1_wl_um: 9620
  grt_start_max_net_pins: 53
  track_usage_pct: 13.8
  grt_pass1_vias: 1902
  antenna_found_initial: 0
  overflow: 0
job:
  tool_warnings: 34
  cap_viol_max_count: 0
min_path:
  hold_path_class: "reg -> reg"
==> through the flow <==
step	setup TNS [ns]	util, %
after detailed placement	-6.20	38.8
after global routing	-0.498	43.7
after floorplan	0	-
after global placement	-6.00	38.8
final	-0.147	43.7
after CTS	-0.265	43.7
==> cells by family (layout without fill, tap and decap cells) <==
kind of cell,Yosys count,after routing,synth area share (%)
XOR/XNOR,3,3,1.00
buffers and inverters,33,111,6.02
adder cells (fa/ha/maj),7,7,3.35
AND/OR/NAND/NOR,48,48,9.56
AND-OR/OR-AND,33,33,9.99
flip-flops,52,52,49.7
multiplexers,47,47,20.4
==> where the power goes <==
group	internal [W]	switching (W)	total, W
registers	0.0000120	0	0.0000120
logic	0.000141	0.000113	0.000254
clock network	0	0	0
==> synthesized netlist by cell type (2+ instances only) <==
cell type  instances
nand4_1            2
or3_1              2
dfrtp_1           52
o21ai_2            2
clkbuf_1           2
o32ai_1            2
xnor2_1            3
nor3_1             3
nand2_1           18
nand3_1            3
nand2b_1           3
buf_6              4
ha_1               7
nand4b_1           2
buf_2              3
o21ai_0            3
a22o_1             5
mux2_2            33
a21oi_1            5
nor2_1             5
o31ai_1            2
inv_1             23
nor3b_1            2
o21ai_1            3
mux2i_1           11
==> state kept, by name, summed over array words and instances (netlist names), 3 cells and up <==
name / count
ff6.q: 4
ff5.q: 4
ff7.q: 4
ff1.q: 4
count_q: 3
ff4.q: 4
ff2.q: 4
ff0.q: 4
ff3.q: 4
==> area by class of cell <==
type,instances,area [um2]
repair buffers,87,771
flip-flops and latches,52,1300
fillers,749,4690
well taps,105,131
multi-input cells,138,1350
inverters,24,92.6
==> worst paths after layout <==
| path | startpoint | end | slack (ns) | cells after the start |
|---|---|---|---|---|
| worst max-delay path | write | segG | -0.07 | 16 |
| worst min-delay path | tff.ff0.q | tff.ff0.q | 0.40 | 1 |
| worst max register to register | tff.ff0.q | tff.ff0.q | 3.03 | 1 |
| worst min register to register | tff.ff0.q | tff.ff0.q | 0.40 | 1 |
| max in group asynchronous | reset | tff.ff0.q | 1.88 | 3 |
| min in group asynchronous | reset | tff.ff0.q | 1.22 | 3 |
==> worst max-delay path: cells and delay by family <==
family | cells | cell delay [ns]
AOI/OAI and AO/OA | 3 | 0.47
adders and majority gates | 1 | 0.15
muxes | 3 | 0.67
buffers and inverters | 9 | 0.89
==> metal layers <==
metal,up-vias,track usage (%)
met1,947,23.3
met2,38,21.6
met5,-,0
met3,0,0.649
met4,0,0
li1,937,-
==> what timing repair did <==
item	in CTS	in global routing
setup endpoints to repair	7	7
gates resized	78	12
setup buffers	24	6
pin swaps	18	16
cloned	1	0
No activity file was given, so power comes from the tool's default toggle rates.
